==> flow/run.sh <==
#!/bin/bash
# OpenROAD 26Q1-2900-gdf79404cd8, Yosys 0.63+post, stock flow scripts
make -C /OpenROAD-flow-scripts/flow DESIGN_CONFIG=/design/flow/config.mk WORK_HOME=/design/flow/orfs finish
==> flow/config.mk <==
export PLATFORM = sky130hd
export DESIGN_NAME = w450
export DESIGN_NICKNAME = w450
export VERILOG_FILES = /design/flow/design.v
export SDC_FILE = /design/flow/constraint.sdc
export NUM_CORES = 4
export LEC_CHECK = 1
export CORE_UTILIZATION = 40
==> flow/constraint.sdc <==
current_design w450

set clk_period 12.1
set clk_io_pct 0.2

create_clock -name clk0 -period $clk_period [get_ports {clk}]

set non_clock_inputs [all_inputs -no_clocks]
set_input_delay [expr $clk_period * $clk_io_pct] -clock clk0 $non_clock_inputs
set_output_delay [expr $clk_period * $clk_io_pct] -clock clk0 [all_outputs]
==> flow/design.v <==
module w450(mem_wr_data, mem_wr_addr, mem_wr_en, mem_rd_data1, mem_rd_addr1,
	    mem_rd_data2, mem_rd_addr2, reset, clk);
   parameter n=8;
   output [n-1:0] mem_wr_data;
   output [n-1:0] mem_wr_addr;
   output 	  mem_wr_en;
   input [n-1:0]  mem_rd_data1;
   output [n-1:0] mem_rd_addr1;
   input [n-1:0]  mem_rd_data2;
   output [n-1:0] mem_rd_addr2;
   input 	  reset;
   input 	  clk;
   reg 		  mem_wr_en;
   parameter [2:0]
     st_if  = 3'b000,
     st_id  = 3'b001;
   parameter [3:0]
     opcode_add = 3'b000,
     opcode_addi = 3'b001,
     opcode_sub = 3'b010,
     opcode_subi = 3'b011,
     opcode_mov = 3'b100,
     opcode_movi = 3'b101,
     opcode_beq = 3'b110,
     opcode_blt = 3'b111;
   reg [2:0] 	  state;
   reg [n-1:0] 	  PC;  
   reg [n-1:0] 	  IR;  
   reg [n-1:0] 	  REG [3:0];  
   reg 		  ignore_reg0_indirect;
   reg [n-1:0] 	  operands[1:0];  
   reg [n-1:0] 	  result;  
   assign mem_rd_addr1 = PC;  
   assign mem_rd_addr2 = REG[0];  
   assign mem_wr_data = result;
   assign mem_wr_addr = REG[0];
   parameter ir_opcode_hi = 7;
   parameter ir_opcode_lo = 5;
   parameter ir_reg1_hi = 4;
   parameter ir_reg1_lo = 3;
   parameter ir_reg0_hi = 2;
   parameter ir_reg0_lo = 1;
   parameter ir_dst = 0;
   wire [ir_opcode_hi - ir_opcode_lo : 0] 	  opcode;
   wire [ir_reg1_hi - ir_reg1_lo:0] 		  reg1;
   wire [ir_reg0_hi - ir_reg0_lo:0] 		  reg0;
   wire 					  dst;
   assign opcode = IR[ir_opcode_hi : ir_opcode_lo];
   assign reg1 = IR[ir_reg1_hi : ir_reg1_lo];
   assign reg0 = IR[ir_reg0_hi : ir_reg0_lo];
   assign dst = IR[ir_dst];
   always@(posedge clk or posedge reset) begin  
      mem_wr_en = 0;
      if(reset) begin
	 state <= st_if;
	 PC <= 8'h 00;
      end
      else
	case(state)
	  st_if: begin
	     IR <= mem_rd_data1;
	     PC <= PC + 1;
	     state <= st_id;
	  end
	  st_id: begin
	     if(opcode == opcode_add ||
		opcode == opcode_sub ||
		opcode == opcode_mov)
	       ignore_reg0_indirect = 0;
	     else
	       ignore_reg0_indirect = 1;
	     if ( ignore_reg0_indirect || reg0 != 0 ) begin
	       if ( reg0 >= 0 && reg0 <= 3 ) operands[0] = REG[reg0];
	     end
	     else 
	       operands[0] = mem_rd_data2;
	     operands[1] = REG[reg1];
	     if (opcode == opcode_addi ||
		 opcode == opcode_subi ||
		 opcode == opcode_movi) begin
		#21 operands[0] = mem_rd_data1;
		PC = PC + 1;
	     end
	     if (opcode == opcode_beq  ||
		 opcode == opcode_blt) begin
		#21 result = mem_rd_data1;
		PC = PC + 1;
	     end
	     if (opcode == opcode_add ||
		 opcode == opcode_addi)
	       result = operands[1] + operands[0];
	     if (opcode == opcode_sub ||
		 opcode == opcode_subi)
	       result = operands[1] - operands[0];
	     if (opcode == opcode_movi)
	       result = operands[0];
	     if (opcode == opcode_mov)
	       if (dst)
		 result = operands[0];
	       else
		 result = operands[1];
	     if ((opcode == opcode_beq ||
		  opcode == opcode_blt) &&
		 result[n - 1])
	       result = result - 2;
	     case(opcode)
	       opcode_beq:
		 if (REG[reg1] == REG[reg0])
		   PC <= PC + result;
	       opcode_blt:
		 if (REG[reg1] < REG[reg0])
		   PC <= PC + result;
	     endcase
	     if (ignore_reg0_indirect || reg0 != 0 || dst) begin
		if (opcode != opcode_beq && opcode != opcode_blt )
		  if (dst == 0) REG[reg0] <= result;
		  else REG[reg1] <= result;
	     end
	     else
		mem_wr_en = 1;
	     state <= st_if;
	  end
	  default: state <= st_if;
	endcase
   end
endmodule
==> impl_metrics.tcl <==
# flow metrics
set metrics [dict create \
    yosys-stat-cells 464 \
    synthesis.instances 464 \
    drc_errors 0 \
    clockBufferDepth 2 \
    post_cts.repair.setup_buffers 0 \
    tritoncts "yes" \
    critPathCaptureType "register" \
    die.size.x_microns 110 \
    numClockSinks 59 \
    worst_pin_slew_ns 0.914 \
    worst_ir_drop_vdd_uv 56.4 \
    synth-seq-cells 59 \
    finish.instance_area_sq_mm 0.00549 \
    worst-path-buf-inv 1 \
    run_status "finished, final reports clean" \
    setup_ws_ns 5.22 \
    yosysWarnings 3 \
    critical_path.max_fanout 6 \
    final_setup_tns_ns 0 \
    grt_first_pass_wirelength_microns 19900 \
    finalNonFillerCells 647 \
    largest_net_degree_at_the_start_of_global_routing 29 \
    synth.cell_area_sq_mm 0.00463 \
    hp-class "register to register" \
    worst_path_max_delay_cell "o21ai_0" \
    finClkSkew_ns 0.0130 \
    fp.coreArea_sq_mm 0.0111 \
    dr_iter_0_viols 188 \
    detailroute.via_count 3751 \
    synth_cell_type_count 66 \
    arrival_ns 7.11 \
    ff_type "edfxtp_1" \
    clk-insertion-delay-late_ns 0.33 \
    drive_gt1_share_pct 10.5 \
    floorplan.rows 38 \
    timing.max_cap.violations 0 \
    post-place-ws_ns 4.93 \
    syn_to_final_growth_pct 18.7 \
    rsz0062_at_grt "no" \
    period_needed_ns 6.88 \
    antenna_found_initial 0 \
    synthTopCellsByArea "edfxtp_1, ha_1, mux4_2" \
    dpl.cell_count 631 \
    finalWeightedCongestion 0.905 \
    clk_root_buffer_cell "clkbuf_16" \
    largest_area_contributor_in_the_synthesized_netlist "edfxtp_1" \
    wl_per_cell_microns 19.4 \
    path_class "input pin to register" \
    synthArstFlopShare_pct 18.6 \
    routed_wirelength_microns 12500 \
    grt_util_all_layers_pct 23.4 \
    critPathLaunchType "input pin" \
    timing.final.setup_violations 0 \
    crit_path_leading_delay_family "AND-OR/OR-AND gates" \
    tool_warnings 32 \
    avgSynthCellArea_sq_um 9.98 \
    cts_htree_levels 3 \
    chip_area_sq_mm 0.0120 \
    part_of_the_yosys_area_used_for_sequential_elements_pct 37.1 \
    core_util_floorplan_pct 41.8 \
    vias_per_cell 5.80 \
    p_leak_nw 2.10 \
    first_global_vias 3692 \
    diodes 0 \
    cts_hold_buf 0 \
    timing_max_transition_violations_final 0 \
    numPortBuffers 50 \
    post-dp-hpwl_microns 9240 \
    edf_count 48 \
    path_clk_slew_ns 0.06 \
    synth_chip_area_sq_mm 0.00463 \
    post_cts.resized_instances 0 \
    final_hold_viol_count 0 \
    timing.final.crit_share_pct 56.9 \
    cp_cell_sequence "clkdlybuf4s50_1 > a22oi_1 > o21ai_0 > ha_1 > a211oi_1 > o21bai_1 > a21oi_1 > o311ai_0 > o21ai_0 > nand2_1 > nor2_1 > xor2_1 > ha_1 > nor3_1 > nor2_1 > o41ai_1 > or4_4 > and2_0 > o211a_1" \
    cellPowerDensity_mw_per_mm2 87.3 \
    cts_buffers 9 \
    placed_cell_area_sq_mm 0.00521 \
    grt_overflow 0 \
    route.antenna.remaining_nets 0 \
    drt_pass1_iterations 5 \
    die_h_microns 110 \
    max_freq_mhz 145 \
    slew-limit-headroom_pct 38.6 \
    cp_slowest_stage_delay_ns 0.58 \
    synth_largest_type_area_fraction_pct 31.1 \
    pin_count 51 \
    endpoint_required_time_on_the_critical_path_ns 12.32 \
]
-- flip-flops by register name (all words and copies together) (netlist names) --
| name | flops |
|---|---|
| mem_wr_en | 1 |
| result | 8 |
| state | 2 |
| REG | 32 |
| IR | 8 |
| PC | 8 |
-- cell families (layout without fill, tap and decap cells) --
group,after synthesis,after routing,synth area share (%)
xor+xnor,28,28,5.30
simple gates,142,142,15.1
compound gates,107,107,15.9
fa+ha+maj,35,35,9.95
mux,32,32,10.6
buf+inv,61,104,5.92
flops,59,59,37.1
-- Yosys cell counts (all sizes together), types with 6 or more instances --
master / count
nor2b: 7
o21bai: 7
buf: 17
a21oi: 22
mux2i: 14
nor3: 11
xnor2: 13
nor2: 46
and3: 6
nand4: 10
mux4: 13
ha: 32
nand2: 29
dfrtp: 10
clkbuf: 16
o21ai: 23
xor2: 15
inv: 28
edfxtp: 48
nand3: 10
a22oi: 9
-- routing by layer --
metal	track usage (%)	part of all wire, %
met5	0	0
met1	34.9	43
met3	9.12	10
met2	34.2	44
met4	3.90	2.1
-- through the flow --
step                power [mW]  util (%)  hold slack (ns)
global placement         0.243      47.0            0.470
detailed placement       0.243      47.0            0.475
global route             0.496      49.6            0.488
finish                   0.480      49.6            0.480
floorplan                0.233         -            0.373
CTS                      0.484      49.6            0.479
-- layout by cell type, fill, tap and decap left out, drive strengths merged, types with 3 or more instances in the layout --
cell | netlist | layout
mux4 | 13 | 13
a21o | 3 | 3
o211ai | 4 | 4
o21bai | 7 | 7
and3 | 6 | 6
o21a | 5 | 5
xnor2 | 13 | 13
and2 | 4 | 4
o31a | 3 | 3
fa | 3 | 3
clkdlybuf4s50 | 0 | 50
o31ai | 3 | 3
nand2 | 29 | 29
o311ai | 3 | 3
buf | 17 | 10
nor2 | 46 | 46
clkbuf | 16 | 9
nor3 | 11 | 11
xor2 | 15 | 15
or3 | 3 | 3
a31oi | 4 | 4
inv | 28 | 32
nand3 | 10 | 10
mux2 | 5 | 5
dfrtp | 10 | 10
nand4 | 10 | 10
o21ai | 23 | 23
mux2i | 14 | 14
ha | 32 | 32
a21oi | 22 | 22
nor2b | 7 | 7
a22oi | 9 | 9
edfxtp | 48 | 48
-- path summary, 6_finish.rpt --
path	startpoint	endpoint	slack, ns	depth (start not counted)
setup / recovery	mem_rd_data2[1]	PC[7]	5.22	19
hold / removal	state[0]	state[1]	0.48	0
setup reg to reg	IR[7]	PC[7]	6.29	23
hold reg to reg	state[0]	state[1]	0.48	0
max in group asynchronous	reset	state[0]	9.28	2
min in group asynchronous	reset	mem_wr_en	2.49	2
-- layout make-up --
cell class / instances / area, sq um
tap: 140 / 175
multi-input combinational: 344 / 2640
sequential: 59 / 1720
timing repair buffer: 60 / 576
inverter: 28 / 105
fill: 988 / 5580
clock inverter: 7 / 57.6
clock buffer: 9 / 225
-- where the power goes --
part / internal (mW) / switching (mW)
logic: 0.0100 / 0.0107
clock network: 0.142 / 0.0991
registers: 0.219 / 0
total: 0.370 / 0.110
Power figures rest on the tool's default switching activity, not on a simulated workload.
